[flow/design.v]
module Checkboard(
    clk,
    rst,
    checkboard_addr,
    checkboard_data_out,
    we_n,
    cs_n,
    test_done
);
input clk;
input rst;
output [3:0] checkboard_addr;
output [1:0] checkboard_data_out;
output we_n;
output cs_n;
output test_done;
reg [1:0] checkboard_data_out;
reg [3:0] checkboard_addr;
reg [6:0] counter;
reg [2:0] c_state;
reg [2:0] n_state;
wire test_done;
localparam IDLE = 3'b000;
localparam S1 = 3'b001;      
localparam S2 = 3'b010;      
localparam S3 = 3'b011;      
localparam FINISH = 3'b100;     
always @(posedge clk) begin
    if(!rst) c_state <= IDLE;
    else c_state <= n_state;
end
always @(*) begin
    case(c_state)
        IDLE: begin
            if(!rst) n_state = IDLE;
            else n_state = S1;
        end
        S1: begin
            if(counter == 16) n_state = S2;
            else n_state = S1;
        end
        S2: begin
            if(counter == 64) n_state = FINISH;
            else if(counter == 32) n_state = S3;
            else n_state = S2;
        end
        S3: begin
            if(counter == 48) n_state = S2;
            else n_state = S3;
        end
        FINISH: begin
            n_state = IDLE;
        end
        default: n_state = IDLE;
    endcase
end
always @(posedge clk) begin
    if(!rst) counter <= 0;
    else if(c_state == IDLE) counter <= 0;
    else if(c_state == S1) counter <= counter + 1;
    else if(c_state == S2) counter <= counter + 1;
    else if(c_state == S3) counter <= counter + 1;
    else if(c_state == FINISH) counter <= 0;
    else counter <= counter;
end
always @(posedge clk) begin
    if(!rst) checkboard_addr <= 0;
    else checkboard_addr <= counter[3:0];
end
always @(posedge clk) begin
    if(!rst) checkboard_data_out <= 0;
    else if(n_state == IDLE) checkboard_data_out <= 0;
    else if(n_state == S1) begin
        if(counter[3:0] == 0) checkboard_data_out <= 0;
        else if(counter[3:0] == 1) checkboard_data_out <= 3;
        else if(counter[3:0] == 2) checkboard_data_out <= 0;
        else if(counter[3:0] == 3) checkboard_data_out <= 3;
        else if(counter[3:0] == 4) checkboard_data_out <= 3;
        else if(counter[3:0] == 5) checkboard_data_out <= 0;
        else if(counter[3:0] == 6) checkboard_data_out <= 3;
        else if(counter[3:0] == 7) checkboard_data_out <= 0;
        else if(counter[3:0] == 8) checkboard_data_out <= 0;
        else if(counter[3:0] == 9) checkboard_data_out <= 3;
        else if(counter[3:0] == 10) checkboard_data_out <= 0;
        else if(counter[3:0] == 11) checkboard_data_out <= 3;
        else if(counter[3:0] == 12) checkboard_data_out <= 3;
        else if(counter[3:0] == 13) checkboard_data_out <= 0;
        else if(counter[3:0] == 14) checkboard_data_out <= 3;
        else if(counter[3:0] == 15) checkboard_data_out <= 0;
    end
    else if(n_state == S2) begin
        if(counter == 16) checkboard_data_out <= 0;
        else if(counter == 17) checkboard_data_out <= 3;
        else if(counter == 18) checkboard_data_out <= 0;
        else if(counter == 19) checkboard_data_out <= 3;
        else if(counter == 20) checkboard_data_out <= 3;
        else if(counter == 21) checkboard_data_out <= 0;
        else if(counter == 22) checkboard_data_out <= 3;
        else if(counter == 23) checkboard_data_out <= 0;
        else if(counter == 24) checkboard_data_out <= 0;
        else if(counter == 25) checkboard_data_out <= 3;
        else if(counter == 26) checkboard_data_out <= 0;
        else if(counter == 27) checkboard_data_out <= 3;
        else if(counter == 28) checkboard_data_out <= 3;
        else if(counter == 29) checkboard_data_out <= 0;
        else if(counter == 30) checkboard_data_out <= 3;
        else if(counter == 31) checkboard_data_out <= 0;
        else if(counter == 48) checkboard_data_out <= 3;
        else if(counter == 49) checkboard_data_out <= 0;
        else if(counter == 50) checkboard_data_out <= 3;
        else if(counter == 51) checkboard_data_out <= 0;
        else if(counter == 52) checkboard_data_out <= 0;
        else if(counter == 53) checkboard_data_out <= 3;
        else if(counter == 54) checkboard_data_out <= 0;
        else if(counter == 55) checkboard_data_out <= 3;
        else if(counter == 56) checkboard_data_out <= 3;
        else if(counter == 57) checkboard_data_out <= 0;
        else if(counter == 58) checkboard_data_out <= 3;
        else if(counter == 59) checkboard_data_out <= 0;
        else if(counter == 60) checkboard_data_out <= 0;
        else if(counter == 61) checkboard_data_out <= 3;
        else if(counter == 62) checkboard_data_out <= 0;
        else if(counter == 63) checkboard_data_out <= 3;
    end
    else if(n_state == S3) begin
        if(counter[3:0] == 0) checkboard_data_out <= 3;
        else if(counter[3:0] == 1) checkboard_data_out <= 0;
        else if(counter[3:0] == 2) checkboard_data_out <= 3;
        else if(counter[3:0] == 3) checkboard_data_out <= 0;
        else if(counter[3:0] == 4) checkboard_data_out <= 0;
        else if(counter[3:0] == 5) checkboard_data_out <= 3;
        else if(counter[3:0] == 6) checkboard_data_out <= 0;
        else if(counter[3:0] == 7) checkboard_data_out <= 3;
        else if(counter[3:0] == 8) checkboard_data_out <= 3;
        else if(counter[3:0] == 9) checkboard_data_out <= 0;
        else if(counter[3:0] == 10) checkboard_data_out <= 3;
        else if(counter[3:0] == 11) checkboard_data_out <= 0;
        else if(counter[3:0] == 12) checkboard_data_out <= 0;
        else if(counter[3:0] == 13) checkboard_data_out <= 3;
        else if(counter[3:0] == 14) checkboard_data_out <= 0;
        else if(counter[3:0] == 15) checkboard_data_out <= 3;
    end
    else checkboard_data_out <= checkboard_data_out;
end
assign test_done = (c_state == FINISH)? 1'b1 : 1'b0;
assign cs_n = 0;
assign we_n = (c_state == S2)? 1:0;
endmodule
[flow/constraint.sdc]
current_design Checkboard

set clk_period 4.4
set clk_io_pct 0.2

create_clock -name clk0 -period $clk_period [get_ports {clk}]

set non_clock_inputs [all_inputs -no_clocks]
set_input_delay [expr $clk_period * $clk_io_pct] -clock clk0 $non_clock_inputs
set_output_delay [expr $clk_period * $clk_io_pct] -clock clk0 [all_outputs]
[flow/run.sh]
#!/bin/bash
# OpenROAD 26Q1-2900-gdf79404cd8, Yosys 0.63+post, stock flow scripts
make -C /OpenROAD-flow-scripts/flow DESIGN_CONFIG=/design/flow/config.mk WORK_HOME=/design/flow/orfs finish
[flow/config.mk]
export PLATFORM = sky130hd
export DESIGN_NAME = Checkboard
export DESIGN_NICKNAME = Checkboard
export VERILOG_FILES = /design/flow/design.v
export SDC_FILE = /design/flow/constraint.sdc
export NUM_CORES = 4
export LEC_CHECK = 1
export CORE_AREA = 10 10 78 78
export DIE_AREA = 0 0 88 88
==> results.yml <==
# synthesis and place-and-route metrics
run_status:
  status: "finished, final reports clean"
synth:
  synth_stat.cells: 147
  ys_sh_simple: 0.309
  synth_area_mm2: 0.00117
  adder_share: 0.0427
  synthFlopType: "dfxtp_1"
  yosys.area_share.aoi: 0.280
  muxShareOfSynthArea: 0.00855
  syn_avg_cell_area_um2: 7.97
  netlist_instances: 147
  postSynthSeqShare: 0.291
  ys.warnings.count: 1
  edf_count: 0
  async_reset_ff_frac: 0
  logic_family: "simple AND/OR/NAND/NOR gates"
  synth_cell_types: 51
  ys.flops: 17
  xor_share: 0
  ys_area_mm2: 0.00117
power_and_ir_drop:
  p_leak_nw: 0.473
  internal-power_uw: 232
  p_sw_frac: 0.232
  ir_drop_uv: 120
  p_comb_frac: 0.097
  seq_power_share: 0.525
  p_per_area_mw_per_mm2: 232
  clockPowerShare: 0.378
  p_sw_uw: 70.2
clock_network:
  cts_resized: 0
  clkTransAtPathRegs_ns: 0.06
  cts_setup_buffers: 0
  cts_sinks: 17
  clock_latency_ns: 0.25
  cts_buffers: 3
  cts_max_path_buffers: 2
  cts_hold_buf: 0
  cts_tree: "built"
  cts_root_buf: "clkbuf_8"
  htree_num_levels: 1
final_timing:
  rsz0062_at_grt: "no"
  fin_setup_tns_ns: 0
  setup_viol: 0
  slew-limit-headroom: 0.538
  worstMarginPinSlew_ns: 0.692
  max_freq_mhz: 451
  clock_skew_ns: 0.00127
  period_minus_slack_ns: 2.22
  slew_viol_final: 0
  period_used_share: 0.504
  final_hold_viol_count: 0
layout:
  area_delta_synth_final_pct: 11.4
  layout_top_cells: "nor2_1, dfxtp_1, a21oi_1, clkdlybuf4s50_1, nand2_1"
  layout_top_cell: "nor2_1"
  num-fill-cells: 459
  drive_gt1_frac: 0.0811
  design_area_mm2: 0.00131
  finish.utilization: 0.296
job:
  warning_count: 28
  maxCapViolations: 0
critical_path:
  path_cells: "inv_1 > ha_1 > nor2b_1 > or4b_1 > a21oi_1 > o211ai_1 > a22oi_1 > o41ai_2"
  crit_type: "reg -> reg"
  cp.buffers_inverters: 1
  crit_arrival_ns: 2.35
  worst_path_max_delay_cell: "or4b_1"
  endpoint_kind: "register"
  reg2reg_from: "counter[0]"
  cp_slowest_stage_delay_ns: 0.52
  reg2reg_to: "checkboard_data_out[0]"
  path_depth: 8
  crit_path_start_kind: "register"
  rrSetupSlack_ns: 2.18
  reg2reg_depth: 8
  required_ns: 4.53
  critPathCapture: "checkboard_data_out[0]"
  worstPathMaxFanout: 8
  cpLargestDelayFamily: "simple AND/OR/NAND/NOR gates"
  crit_start: "counter[0]"
routing:
  ant_nets: 0
  diodes: 0
  drt_first_pass_iters: 4
  wire_per_inst_um: 13.0
  drc: 0
  vias: 992
  drt_wl_total_um: 2600
  drt_iter0_drc: 103
  viasPerCell: 4.96
grt:
  grt_overflow_total: 0
  antenna_found_initial: 0
  grt_pass1_wl_um: 4480
  grt_max_degree: 21
  grt_pass1_vias: 957
  grtUsageTotal: 0.0691
floorplanning:
  std_cell_rows: 24
  io_pins: 11
  core-area_mm2: 0.00441
  die_h_um: 88
  die_area_mm2: 0.00774
  initial_core_util: 0.265
  die_x_um: 88
placed_design:
  gp_congestion: 0.859
  hpwl_um: 1850
  portBuffers: 9
  place_area_mm2: 0.00126
min_path:
  hold_class: "reg -> reg"
  hp-start: "c_state[0]"
-- power groups by stage --
stage / Clock (mW) / Sequential, mW / Combinational [mW]
CTS: 0.119 / 0.159 / 0.0296
global route: 0.125 / 0.159 / 0.0334
finish: 0.114 / 0.159 / 0.0294
-- synthesized netlist by cell type, drive strengths merged, types with 2 or more instances --
cell type	n	area share
nor2	21	0.067
dfxtp	17	0.29
a21oi	9	0.038
nand2	8	0.026
buf	7	0.041
nand2b	7	0.037
nor3	7	0.034
nor2b	6	0.032
clkbuf	5	0.016
o21ai	5	0.025
a311oi	4	0.035
ha	4	0.043
nand3	4	0.017
inv	3	0.0096
a211o	2	0.015
a211oi	2	0.013
a22oi	2	0.017
a31oi	2	0.011
and2	2	0.011
nand3b	2	0.013
nor4	2	0.011
o211ai	2	0.013
o21bai	2	0.013
o22ai	2	0.011
-- cells by family (layout without fill, tap and decap cells) --
| group | count (synthesis) | in the layout |
|---|---|---|
| AOI/OAI and AO/OA | 43 | 43 |
| adders and majority gates | 4 | 4 |
| buffers and inverters | 15 | 16 |
| DFF | 17 | 17 |
| muxes | 1 | 1 |
| other | 1 | 1 |
| and+or+nand+nor | 66 | 66 |
-- tightest hold or removal path, stage by stage (launching register included) --
cell	delay (ns)
dfxtp_1	0.36
a21oi_1	0.05
nor2_1	0.08
-- final cells by class --
class | count | area (um^2) | area share
well taps | 52 | 65.1 | 0.0499
inverters | 3 | 11.3 | 0.00863
repair buffers | 9 | 90.1 | 0.0690
multi-input cells | 115 | 753 | 0.577
clock buffers | 4 | 45.0 | 0.0345
flip-flops and latches | 17 | 340 | 0.261
-- per-stage QoR --
stage | hold WS (ns) | power, mW | setup slack (ns) | instances
2_1_floorplan | 0.449 | 0.185 | 2.42 | 147
5_1_grt | 0.556 | 0.317 | 2.02 | 200
3_5_place_dp | 0.509 | 0.192 | 2.07 | 196
4_1_cts | 0.525 | 0.307 | 2.17 | 200
3_3_place_gp | 0.517 | 0.192 | 2.07 | 196
6_report | 0.523 | 0.303 | 2.18 | 200
-- sequential cells by signal, indices dropped and copies added, names as in the netlist --
| name | count |
|---|---|
| checkboard_addr | 4 |
| counter | 7 |
| c_state | 5 |
| checkboard_data_out | 1 |
-- routing by layer --
layer | routed length, um | GRT usage
met5 | 0 | 0
met3 | 259 | 0.0206
met2 | 994 | 0.0946
met4 | 16 | 0.00435
met1 | 1330 | 0.108
-- how the worst min path moves through the flow --
stage                            end  slack, ns  cells after the start
CTS                       c_state[3]       0.52                      2
global route  checkboard_data_out[0]       0.56                      2
finish                    c_state[3]       0.52                      2
Power and IR drop assume default switching activity.
