### flow/design.v
module SRAM(
	clk,
	rst_n, 
	we_n, 
	cs_n, 
	data_in, 
	data_out,
	addr
);
input clk;
input rst_n;
input we_n;
input cs_n;    
input [1:0] data_in;
input [3:0] addr;
output [1:0] data_out;
reg [1:0] data_out;
reg [7:0] mem [3:0];
wire data0;
wire data1;
assign data0 = data_in[0];
assign data1 = data_in[1];
always @(posedge clk or negedge rst_n) begin
	if(!rst_n) begin
		mem[0] <= 0;
		mem[1] <= 0;
		mem[2] <= 0;
		mem[3] <= 0;
	end
	else begin
		if((cs_n == 0) && (we_n == 0)) begin
			case(addr)
				0: begin
					mem[0][0] <= data0;
					mem[0][4] <= data1;
				end
				1: begin
					mem[0][1] <= data0;
					mem[0][5] <= data1;
				end
				2: begin
					mem[0][2] <= data0;
					mem[0][6] <= data1;
				end
				3: begin
					mem[0][3] <= data0;
					mem[0][7] <= data1;
				end
				4: begin
					mem[1][0] <= data0;
					mem[1][4] <= data1;
				end
				5: begin
					mem[1][1] <= data0;
					mem[1][5] <= data1;
				end
				6: begin
					mem[1][2] <= data0;
					mem[1][6] <= data1;
				end
				7: begin
					mem[1][3] <= data0;
					mem[1][7] <= data1;
				end
				8: begin
					mem[2][0] <= data0;
					mem[2][4] <= data1;
				end
				9: begin
					mem[2][1] <= data0;
					mem[2][5] <= data1;
				end
				10: begin
					mem[2][2] <= data0;
					mem[2][6] <= data1;
				end
			    11: begin
					mem[2][3] <= data0;
					mem[2][7] <= data1;
				end
				12: begin
					mem[3][0] <= data0;
					mem[3][4] <= data1;
				end
				13: begin
					mem[3][1] <= data0;
					mem[3][5] <= data1;
				end
				14: begin
					mem[3][2] <= data0;
					mem[3][6] <= data1;
				end
				15: begin
					mem[3][3] <= data0;
					mem[3][7] <= data1;
				end
			endcase
		end	
	end
end
always @(posedge clk or negedge rst_n) begin
	if(!rst_n) data_out <= 'bx;
	else if((we_n == 1) && (cs_n == 0)) data_out <= {mem[addr[3:2]][addr[1:0] + 4], mem[addr[3:2]][addr[1:0]]};
	else data_out <= 'bx;
end
endmodule
### flow/config.mk
export PLATFORM = sky130hd
export DESIGN_NAME = SRAM
export DESIGN_NICKNAME = SRAM
export VERILOG_FILES = /design/flow/design.v
export SDC_FILE = /design/flow/constraint.sdc
export NUM_CORES = 4
export LEC_CHECK = 1
export CORE_UTILIZATION = 30
### flow/run.sh
#!/bin/bash
# OpenROAD 26Q1-2900-gdf79404cd8, Yosys 0.63+post, stock flow scripts
make -C /OpenROAD-flow-scripts/flow DESIGN_CONFIG=/design/flow/config.mk WORK_HOME=/design/flow/orfs finish
### flow/constraint.sdc
current_design SRAM

set clk_period 1.5
set clk_io_pct 0.2

create_clock -name clk0 -period $clk_period [get_ports {clk}]

set non_clock_inputs [all_inputs -no_clocks]
set_input_delay [expr $clk_period * $clk_io_pct] -clock clk0 $non_clock_inputs
set_output_delay [expr $clk_period * $clk_io_pct] -clock clk0 [all_outputs]
==> flow_metrics.tcl <==
# metrics dict for downstream scripts
set metrics [dict create \
    grt_overflow 0 \
    routed_wl_um 3090 \
    drt-pass1-iter-count 6 \
    crit_buf_inv 1 \
    status "completed" \
    grt_util_all_layers_pct 12.1 \
    yosys-stat-cells 109 \
    internal_power_mw 1.69 \
    leakage_nw 0.939 \
    r2r_slack_ns 0.24 \
    fmax_mhz 713 \
    gp_congestion 0.815 \
    finalClockPeriodUsage_pct 93.6 \
    yosysWarnings 2 \
    cts_root_buffer "clkbuf_8" \
    dp_hpwl_um 2260 \
    final_layout_top_logic_cells "dfrtp_1, mux2_2, buf_4" \
    crit_type "primary input to flop" \
    p_sw_share_pct 23.4 \
    floorplan.core_util_pct 31.7 \
    ys_chip_area_mm2 0.00164 \
    layout_top_cell "dfrtp_1" \
    fp.dieW_um 76.0 \
    required_ns 1.66 \
    slowest_delay_ns 0.37 \
    irDropWorstVdd_mv 0.320 \
    finalSetupTns_ns 0 \
    viasPerCell 4.82 \
    maxSlewHeadroom_pct 80.8 \
    area_growth_pct 25.3 \
    instances_no_fill 211 \
    crit_chain "dlygate4sd2_1 > nor4b_4 > and3_1 > mux2_2" \
    power.share.clock_pct 27.4 \
    core_area_mm2 0.00517 \
    path_clk_slew_ns 0.06 \
    powerDensity_mw_per_mm2 1070 \
    cp_max_fo 5 \
    whs_ns 0.399 \
    drive_above_1_share_pct 46.1 \
    grt_max_degree 35 \
    cp.arrival_ns 1.57 \
    rsz0062_at_grt "no" \
    grt_first_pass_wirelength_um 5340 \
    cts_tree "yes" \
    slowest_stage "dlygate4sd2_1" \
    maxCapViolations 0 \
    tightestPinTransition_ns 0.287 \
    drtIter0Drc 35 \
    fin_crit_ns 1.40 \
    start_kind "primary input" \
    simple_gate_share_pct 11.1 \
    yosysSeqAreaShare_pct 51.8 \
    yosys.area_share.xor_xnor_pct 0 \
    via_count 1018 \
    ys_sh_adder_pct 0 \
    drc 0 \
    startpoint "addr[3]" \
    logic_family "multiplexers" \
    numSynthFlops 34 \
    antenna_found_initial 0 \
    ys_sh_mux_pct 34.3 \
    wl_per_cell_um 14.7 \
    hold_class "primary input to asynchronous set/reset pin" \
    finalSetupViolations 0 \
    row_count 26 \
    power.switching_uw 516 \
    clk_path_buf_depth 2 \
    synth.avg_cell_area_um2 15.1 \
    r2r-start "mem[2][0]" \
    antennaDiodeCount 0 \
    port_buffers 11 \
    grt_pass1_vias 1109 \
    num_io_pins 12 \
    fin_util_pct 39.8 \
    hold_viol_final 0 \
    clk_latency_ns 0.28 \
    power_frac_seq_pct 53.6 \
    comb_power_share_pct 19.0 \
    postSynthCellCount 109 \
    synthDistinctLibCells 16 \
    h-tree-depth 2 \
    die_area_mm2 0.00577 \
    finalClockSkew_ns 0.00476 \
    ant_nets 0 \
    clock-sinks 34 \
    die_y_um 76.0 \
    syn_area_mm2 0.00164 \
    placed_cells 204 \
    cts_buffers 5 \
    slew_viol_final 0 \
    critical_path.top_delay_family "simple AND/OR/NAND/NOR gates" \
    tool_warnings 25 \
    ys_sh_aoi_pct 0.915 \
    cts_setup_buffers 0 \
    end_kind "flop" \
]
## sequential cells by signal, summed over array words and instances, names as in the netlist
register and cells:
data_out 2, mem 32
## layer usage
metal	routed length, um	GRT usage [%]	part of all wire, %
met2	1520	20.1	49
met3	178	2.68	5.8
met1	1340	17.1	43
met4	50	2.12	1.6
met5	0	0	0
## cell usage after synthesis
cell	instances	area, um2
mux2_2	32	360
and4bb_2	1	12.5
a22oi_1	2	15.0
buf_6	2	22.5
nor2_1	1	3.75
and3_1	3	18.8
dfrtp_1	34	851
nor4_4	1	21.3
nand2_1	14	52.6
nor2b_1	2	12.5
nand3_1	4	20.0
mux4_1	6	158
nor4b_2	2	30.0
and3_4	1	11.3
mux4_2	2	45.0
clkbuf_1	2	7.51
## final timing paths
kind                                to  cells past startpoint
max                          mem[2][3]                      4
min                          mem[0][0]                      2
max reg2reg                data_out[0]                      3
min reg2reg                  mem[1][2]                      1
max in group asynchronous    mem[3][6]                      2
min in group clk0            mem[1][2]                      1
## logic make-up after synthesis
family,Yosys count
mux,40
buf+inv,4
compound gates,2
flops,34
simple gates,29
## power by group through the flow
stage | logic [mW] | registers (mW) | clock network, mW
4_1_cts | 0.427 | 1.18 | 0.626
5_1_grt | 0.462 | 1.20 | 0.679
6_report | 0.419 | 1.18 | 0.603
## worst reg2reg max path: stages, from the launching register on
cell and delay [ns]:
dfrtp_1 0.38, mux4_2 0.47, a22oi_1 0.21, nand3_1 0.09
## through the flow
step | instance area, um2 | setup slack (ns) | total power [mW]
3_3_place_gp | 1970 | -0.474 | 1.61
4_1_cts | 2060 | 0.0183 | 2.24
6_report | 2060 | 0.0965 | 2.20
3_5_place_dp | 1970 | -0.493 | 1.62
2_1_floorplan | 1640 | 0.113 | 1.43
5_1_grt | 2060 | 0.0344 | 2.34
## repair_timing
| action | in CTS | in global routing |
|---|---|---|
| endpoints found under the setup margin | 34 | 2 |
| hold buffers | 0 | 0 |
| gates resized | 6 | 2 |
## area by class of cell
class / count / area, um2
well taps: 70 / 87.6
fillers: 467 / 3120
multi-input cells: 71 / 778
repair buffers: 29 / 262
flip-flops and latches: 34 / 851
clock buffers: 5 / 68.8
clock inverters: 2 / 10.0
Power is estimated from default activity; no workload was simulated.
