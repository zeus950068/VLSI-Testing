### ./config.mk
export PLATFORM = sky130hd
export DESIGN_NAME = March
export DESIGN_NICKNAME = March
export VERILOG_FILES = /design/flow/design.v
export SDC_FILE = /design/flow/constraint.sdc
export NUM_CORES = 4
export LEC_CHECK = 1
export CORE_AREA = 10 10 109 109
export DIE_AREA = 0 0 119 119
### ./constraint.sdc
current_design March

set clk_period 2.5
set clk_io_pct 0.2

create_clock -name clk0 -period $clk_period [get_ports {clk}]

set non_clock_inputs [all_inputs -no_clocks]
set_input_delay [expr $clk_period * $clk_io_pct] -clock clk0 $non_clock_inputs
set_output_delay [expr $clk_period * $clk_io_pct] -clock clk0 [all_outputs]
### ./run.sh
#!/bin/bash
# OpenROAD 26Q1-2900-gdf79404cd8, Yosys 0.63+post, stock flow scripts
make -C /OpenROAD-flow-scripts/flow DESIGN_CONFIG=/design/flow/config.mk WORK_HOME=/design/flow/orfs finish
### ./design.v
module March(
    clk,
    rst,
    march_addr,
    march_data_out,
	we_n,
	cs_n,
	test_done
);
input clk;
input rst;
output [3:0] march_addr;
output [1:0] march_data_out;
output we_n;
output cs_n;
output test_done;
reg [6:0] counter;
reg [3:0] c_state;
reg [3:0] n_state;
reg [1:0] march_data_out;
reg we_n;
wire test_done;
localparam IDLE = 4'b0000;    
localparam S1 = 4'b0001;      
localparam S2 = 4'b0010;      
localparam S3 = 4'b0011;	  
localparam S4 = 4'b0100;	  
localparam S5 = 4'b0110;	  
localparam S6 = 4'b0111;      
localparam S7 = 4'b1000;      
localparam S8 = 4'b1001;
localparam S9 = 4'b1010;
localparam S10 = 4'b1011;
localparam FINISH = 4'b1100;
always @(posedge clk) begin
	if(!rst) c_state <= IDLE;
	else c_state <= n_state;
end
always @(*) begin
	case(c_state)
		IDLE: begin		
			if(counter == 0) n_state = S1;
			else n_state = IDLE;
		end
		S1: begin		
			if(counter[3:0] < 15) n_state = S1;
            else if(counter == 79) n_state = FINISH;
			else n_state = S2;
		end
		S2: n_state = S3;
		S3: n_state = S4;
		S4: begin
			if (counter[3:0] != 15) n_state = S2;
			else  n_state = S5; 
		end
		S5: n_state = S6;
		S6: n_state = S7;
		S7: begin
			if (counter[3:0] != 15) n_state = S5;
			else  n_state = S8; 
		end
		S8: n_state = S9;
		S9: n_state = S10;
		S10: begin
			if (counter[3:0] != 15) n_state = S8;
			else  n_state = S1; 
		end
		default: n_state = IDLE;
	endcase			
end
always @(posedge clk) begin
    if(!rst) counter <= 0;
	else if (c_state == IDLE) counter <= 0;
	else if (c_state == S1) counter <= counter + 1;
	else if (c_state == S4) counter <= counter + 1;
	else if (c_state == S7) counter <= counter + 1;
	else if (c_state == S10) counter <= counter + 1;  
	else counter <= counter;
end
always @(posedge clk) begin
    if(!rst) march_data_out <= 2'b00;
	else if(n_state == S1) march_data_out <= 2'b00;
	else if (n_state == S2) march_data_out <= 2'b00;
	else if (n_state == S3) march_data_out <= 2'b01;
	else if (n_state == S4) march_data_out <= 2'b01;
	else if (n_state == S5) march_data_out <= 2'b01;
	else if (n_state == S6) march_data_out <= 2'b11;
	else if (n_state == S7) march_data_out <= 2'b11;
	else if (n_state == S8) march_data_out <= 2'b11;
	else if (n_state == S9) march_data_out <= 2'b10;
	else if (n_state == S10) march_data_out <= 2'b10;
	else march_data_out<= march_data_out;
end
always @(posedge clk) begin
	if(!rst) we_n <= 0;
	else if(n_state == S1) we_n <= 0;
	else if (n_state == S2) we_n <= 1;
	else if (n_state == S3) we_n <= 0;
	else if (n_state == S4) we_n <= 1;
	else if (n_state == S5) we_n <= 1;
	else if (n_state == S6) we_n <= 0;
	else if (n_state == S7) we_n <= 1;
	else if (n_state == S8) we_n <= 1;
	else if (n_state == S9) we_n <= 0;
	else if (n_state == S10) we_n <= 1;
	else we_n <= we_n;
end
assign march_addr = (counter < 32)? (counter[3:0]):(~counter[3:0]);
assign cs_n = 0;
assign test_done = (c_state == FINISH)? 1'b1 : 1'b0;
endmodule
==> qor.yml <==
setup_tns_ns: 0
overflow: 0
place.gp.congestion: 0.821
n_antenna_cell: 0
max-vdd-ir-drop_v: 0.000196
max_freq_mhz: 473
ant_nets: 0
cts-buffers-inserted: 3
clock_latency_ns: 0.26
cts_resized: 0
end_kind: "output pin"
wirelength_microns: 2210
synth.cellmix.adderShare_pct: 2.36
cp.depth: 3
edf_count: 0
hold_class: "flip-flop to flip-flop"
max_cap_violations: 0
cp_slowest_stage_delay_ns: 0.50
yosysChipArea_sq_um: 1060
fp.dieW_microns: 119
grt_usage_pct: 2.99
endpoint: "march_addr[3]"
setup_viol: 0
outcome: "complete, no violations"
yosys_warnings: 1
grt_max_degree: 13
p_per_area_nw_per_um2: 485
crit_slowest_cell: "clkdlybuf4s50_1"
grt_pass1_wl_microns: 3650
critPathKind: "flip-flop to output pin"
root_buffer: "clkbuf_8"
crit_fanout: 6
cts_sinks: 22
hold_violations: 0
ctsHoldBuffers: 0
p_leak_uw: 0.000468
topCombFamilyByArea: "simple AND/OR/NAND/NOR gates"
cp_cell_sequence: "nor2_2 > xnor2_1 > clkdlybuf4s50_1"
fp-row-count: 36
crit_required_ns: 2.00
r2r_slack_ns: 0.54
post_cts_buffers: 0
crit_family: "buffers and inverters"
fin_skew_ns: 0.00515
num_vias: 864
r2r-start: "counter[0]"
rr_endpoint: "we_n"
top_usage_layer: "met2"
period_needed_ns: 2.11
postSynthAreaPerCell_sq_um: 8.77
ff2ff_path_depth: 8
dieArea_sq_um: 14200
cp.buffers_inverters: 1
crit_arrival_ns: 1.61
grt_use_met1_pct: 3.89
cts.htree.levels: 1
drc: 0
portBuffers: 9
grt_use_met2_pct: 5.01
antenna_found_initial: 0
async_flop_share_pct: 0
fp-utilization_pct: 11.0
dpl.cell_count: 260
synthFlopType: "dfxtp_1"
crit_start: "counter[5]"
layout-drive-gt1-share_pct: 9.92
met3_usage_pct: 0.911
avgViaCountPerCell: 3.27
layout_top_cell: "dfxtp_1"
seq_area_frac_synth_pct: 41.5
die_h_microns: 119
ys_ff: 22
simple_gate_area_share_pct: 30.3
slew_violations: 0
wl_per_cell_microns: 8.39
synth_cell_type_count: 40
clk_path_buf_depth: 2
ys_sh_xor_pct: 8.25
grt_pass1_vias: 781
dp_hpwl_microns: 1710
lay_top_cells: "dfxtp_1 (22), nor2_1 (17), nand2_1 (11)"
period_used_pct: 84.6
ys_cells: 121
finalNonFillerCells: 264
cp-start-kind: "flip-flop"
area_delta_synth_final_pct: 27.2
rsz0062_at_grt: "false"
synthCells: 121
path_clk_slew_ns: 0.08
synth_area_sq_um: 1060
core_area_sq_um: 9640
synth.area.mux_share_pct: 0.943
drt_iter0_markers: 76
aoi_share_pct: 12.0
drtPass1Iterations: 4
pin_count: 11
warning_count: 26
cts_tree: "done"
## cell usage after synthesis (all sizes together) (2+ instances only)
master  number  area [sq um]
dfxtp       22           440
nor2        18          70.1
nand2       13          53.8
xnor2        9          78.8
and2         6          37.5
a21oi        5          25.0
and3         5          36.3
nand3        5          37.5
inv          4          15.0
nor3         4          20.0
o21ai        4          23.8
buf          3          26.3
ha           2          25.0
nor4         2          12.5
## registers in the layout (all words and copies together) (netlist names)
signal,cells
c_state,12
march_data_out,2
we_n,1
counter,7
## per-stage QoR
step           util, %  hold slack, ns  total power (uW)  area, sq um  worst slack (ns)
4_1_cts           14.0           0.470               661         1350             0.335
3_3_place_gp      13.4           0.445               413         1290             0.541
3_5_place_dp      13.4           0.453               413         1290             0.526
2_1_floorplan        -           0.394               401         1060             0.808
6_report          14.0           0.463               655         1350             0.386
5_1_grt           14.0           0.491               684         1350             0.238
## worst min-delay path by stage
stage,from,to,slack (ns),cells past startpoint
4_1_cts,c_state[11],c_state[1],0.47,1
5_1_grt,c_state[11],c_state[1],0.49,1
6_report,c_state[11],c_state[1],0.46,1
## cell families after synthesis
logic type,count (synthesis)
other cells,1
buf+inv,8
flops,22
fa+ha+maj,2
xor+xnor,10
compound gates,18
mux,1
simple gates,59
## layer usage
| metal | share of wire, % | vias to the layer above |
|---|---|---|
| met4 | 0.54 | 0 |
| met3 | 6.3 | 4 |
| li1 | - | 434 |
| met2 | 48 | 34 |
| met5 | 0 | - |
| met1 | 45 | 392 |
## cell type report
type / instances / area (sq um)
clock buffer: 4 / 55.1
inverter: 4 / 15.0
multi-input combinational: 91 / 576
fill: 1105 / 8290
sequential: 22 / 440
timing repair buffer: 10 / 97.6
tap: 133 / 166
## report_power, final
| part | leakage [uW] | switching, uW | internal (uW) | total, uW |
|---|---|---|---|---|
| Clock | 0.0000288 | 110 | 140 | 250 |
| Sequential | 0.000178 | 5.34 | 356 | 361 |
| Combinational | 0.000261 | 22.2 | 21.1 | 43.4 |
No activity file was given, so power comes from the tool's default toggle rates.
